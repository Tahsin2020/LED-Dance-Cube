==> ./design.v <==
module LED_cube_stream_controller(
    input logic clk,
    input logic rst_n,
    input logic readdatavalid,
    input logic [7:0] data_in,
    input logic [3:0] mode,
    output logic stall_mode_change,
    output logic new_data
);
    enum {WAIT, BEGIN_DATA_READ, DATA_READ, END_DATA_READ} state, next_state;
    logic [5:0] data_counter;
    always_ff @( posedge clk ) begin : state_seq_logic_blk
        if( ~rst_n || mode != 4'h3) state <= WAIT;
        else state <= next_state;
    end
    always_comb begin : next_state_comb_logic_blk
        next_state = state;
        if(state == WAIT && mode == 4'h3) next_state = BEGIN_DATA_READ;
        else if(readdatavalid) begin
            case(state)
                BEGIN_DATA_READ: begin
                    if(data_in == 8'h20) next_state = DATA_READ;
                    else if(data_in == 8'h30) next_state = state;
                    else next_state = WAIT;
                end
                DATA_READ: begin
                    if(data_counter == 6'd63) next_state = END_DATA_READ;
                    else next_state = state;
                end
                END_DATA_READ: begin
                    if(data_in == 8'h30) next_state = BEGIN_DATA_READ; 
                    else next_state = WAIT;
                end
            endcase
        end
    end
    assign stall_mode_change = (state == DATA_READ || state == END_DATA_READ) ? 1'b1 : 1'b0;
    always_ff @( posedge clk ) begin : data_counter_blk
        if( ~rst_n || mode != 4'h3) data_counter <= 6'h0;
        else begin
            if(readdatavalid && state == DATA_READ) data_counter <= data_counter + 1'b1;
        end
    end
    assign new_data = readdatavalid && (state == DATA_READ);
endmodule : LED_cube_stream_controller
==> ./run.sh <==
#!/bin/bash
# OpenROAD 26Q1-2900-gdf79404cd8, Yosys 0.63+post, stock flow scripts
make -C /OpenROAD-flow-scripts/flow DESIGN_CONFIG=/design/flow/config.mk WORK_HOME=/design/flow/orfs finish
==> ./config.mk <==
export PLATFORM = sky130hd
export DESIGN_NAME = LED_cube_stream_controller
export DESIGN_NICKNAME = LED_cube_stream_controller
export VERILOG_FILES = /design/flow/design.v
export SDC_FILE = /design/flow/constraint.sdc
export NUM_CORES = 4
export LEC_CHECK = 1
export CORE_AREA = 10 10 70 70
export DIE_AREA = 0 0 80 80
==> ./constraint.sdc <==
current_design LED_cube_stream_controller

set clk_period 1.9
set clk_io_pct 0.2

create_clock -name clk0 -period $clk_period [get_ports {clk}]

set non_clock_inputs [all_inputs -no_clocks]
set_input_delay [expr $clk_period * $clk_io_pct] -clock clk0 $non_clock_inputs
set_output_delay [expr $clk_period * $clk_io_pct] -clock clk0 [all_outputs]
==> deck_impl_summary.md <==
Key Metrics from the Run

Run status
  – Status: completed

Critical path
  – Worst R2R Path Depth: 4
  – FF-to-FF Start: state[1]
  – Crit-path max FO: 3
  – CP Data Required Time: 2.08 ns
  – R2r endpoint: data_counter[5]
  – Startpoint types: primary input
  – Critical Path Sink Type: flop
  – WS Path Type: primary input to flop
  – FF-to-FF setup slack: 0.49 ns
  – Worst EP arrival: 1.92 ns

Min path
  – Hold path depth: 2
  – Hold Path Sink: data_counter[1]
  – HP Class: flop to flop
  – Worst hold path startpoint: data_counter[1]

Synthesis
  – Unique cell types: 27
  – Top-area cell share: 39.6%
  – XOR/XNOR Area Share: 3.47%
  – Seq share, synth: 39.6%
  – Post-synth top cells: dfxtp_1, nand3_1, o21ai_0
  – Mux area share: 0%
  – YS warnings: 1
  – Post-Syn Area: 505 um2
  – Synthesized area per cell: 8.42 um2
  – Most frequent cell after synthesis: dfxtp_1
  – Main logic family: simple AND/OR/NAND/NOR gates
  – Post-Synthesis Cells: 60
  – Synth area leader: dfxtp_1
  – Post-Synth AOI/OAI Area: 17.3%
  – Yosys Instances: 60
  – Yosys simple share: 32.4%
  – #FFs+latches synth: 10
  – Area reported by Yosys stat: 505 um2
  – Post-synth EDFFs: 0
  – Dominant flop cell: dfxtp_1
  – Top cells, area: dfxtp_1, nand3_1, o21ai_0, a21oi_1, or3_1
  – Post-synth ARST share: 0%
  – Adders+Majority by Area: 2.48%

Detailed routing
  – Total wire length: 1170 um
  – Routed len/inst: 9.32 um
  – Drt drc: 0
  – Antenna-violating nets left: 0
  – Vias/cell: 3.99
  – Antenna Diode Count: 0
  – Via count: 499
  – Drt first pass iters: 3
  – DRT iter0 DRCs: 20

Final layout
  – Final std cells w/o fill: 125
  – Final instance area: 754 um2
  – Layout area overhead: 49.3%
  – Share of layout cells above drive strength 1: 12.7%

Final timing
  – Final Hold Violation Tally: 0
  – Slew at the pin closest to its max-slew limit: 0.202 ns
  – Post-layout min period: 1.73 ns
  – Post-route clock skew: 0.00459 ns
  – Post-route setup slack: 0.167 ns
  – Final setup vio count: 0
  – Rel. slew slack: 86.4%
  – Max Slew Vio Count: 0
  – RSZ-0062 raised after global routing: no
  – F_max: 0.577 GHz
  – Final Cycle Share: 91.2%

Power and ir drop
  – Worst vdd ir: 0.217 mV
  – Leak Pwr: 0.000258 uW
  – PwrDens: 516 nW/um2

Placement
  – Pre-CTS setup slack: -0.103 ns
  – Dpl cell area: 729 um2
  – Dpl cells: 122
  – HPWL after DPL: 972 um
  – Port buffer count: 16
  – Routability Congestion: 0.775

Die
  – Die height: 80 um
  – Die Width: 80 um
  – Chip area: 6400 um2
  – Core Region: 3420 um2
  – Num ports: 17
  – Rows: 21
  – FP Core Util: 14.8%

Clock network
  – Clk sink count: 10
  – Post-CTS Hold Buffers: 0
  – H-tree depth: 1
  – Clock-pin slew on the worst setup and hold paths: 0.06 ns
  – Skew-Pair Late Insertion Delay: 0.26 ns
  – CTS tree: built
  – CTS Buf Count: 3
  – Clock Tree Root: clkbuf_4
  – Clock Path Buffers: 2

Global route
  – Largest net degree at the start of global routing: 9
  – GRT Total Usage: 3.68%
  – Vias in the first global route: 477
  – Met3 usage: 2.16%
  – GR Layer Usage met2: 4.98%
  – GR peak layer: met2
  – M1 GR Usage: 4.94%
  – First-pass GRT wire length: 1990 um
  – Remaining Overflow, GRT: 0
  – Initial antenna violation count: 0

Flow run
  – Stage-log warning count: 25
  – Max-cap violations: 0
-- how the worst max path moves through the flow --
stage / from / endpoint / slack (ns)
finish: data_in[2] / state[1] / 0.17
global route: data_in[2] / state[1] / 0.11
CTS: readdatavalid / new_data / 0.03
-- timing repair --
item,in CTS,in global routing
resized,0,1
endpoints found under the setup margin,0,1
setup buffers,0,0
-- cell usage in the layout, fill, tap and decap left out --
| master | count |
|---|---|
| and3_1 | 1 |
| ha_1 | 1 |
| nor2b_1 | 1 |
| o31ai_1 | 1 |
| o21ai_0 | 5 |
| nor3_1 | 1 |
| nand3_1 | 5 |
| nor3b_1 | 1 |
| or4b_4 | 1 |
| buf_4 | 2 |
| or3_1 | 3 |
| dlymetal6s2s_1 | 1 |
| nand2_1 | 4 |
| or4b_2 | 1 |
| or4_1 | 2 |
| nand4bb_1 | 1 |
| a22oi_1 | 1 |
| clkbuf_4 | 3 |
| o22ai_1 | 1 |
| or2_2 | 2 |
| dfxtp_1 | 10 |
| a211o_1 | 1 |
| a211oi_2 | 1 |
| xor2_1 | 2 |
| a21oi_1 | 4 |
| clkdlybuf4s50_1 | 15 |
| nor2_1 | 3 |
| nand4_1 | 1 |
| inv_1 | 4 |
-- cell families (layout without fill, tap and decap cells) --
family                     count (synthesis)  after routing
AOI/OAI and AO/OA                         14             14
and+or+nand+nor                           27             27
xor gates and xnor gates                   2              2
buffers and inverters                      6             25
adders and majority gates                  1              1
DFF                                       10             10
-- cell type report --
type	instances	area [um2]
fillers	393	2660
well taps	46	57.6
clock buffers	3	22.5
repair buffers	18	178
inverters	4	15.0
flip-flops and latches	10	200
multi-input cells	44	282
-- power breakdown --
group	total, uW	switching (uW)	internal [uW]
combinational	40.6	9.63	31.0
sequential	212	1.13	211
clock	137	64.2	72.8
total	389	74.9	314
-- metrics by stage --
step / hold slack (ns) / total power, uW / setup TNS, ns / utilization (%)
final: 0.477 / 389 / 0 / 22.1
after global routing: 0.496 / 410 / 0 / 22.1
after CTS: 0.477 / 397 / 0 / 22.0
after detailed placement: 0.468 / 257 / -0.123 / 21.4
after global placement: 0.464 / 256 / -0.0890 / 21.4
after floorplan: 0.452 / 226 / 0 / -
-- state kept, by name, summed over array words and instances, names as in the netlist --
signal,count
state,4
data_counter,6
-- worst max-delay path: stages --
cell,delay (ns)
clkdlybuf4s50_1,0.40
or4b_4,0.54
or3_1,0.40
a211oi_2,0.20
-- routing by layer --
metal | share of wire [%] | vias to the layer above
li1 | - | 261
met1 | 50 | 219
met2 | 40 | 17
met5 | 0 | -
met4 | 0.52 | 0
met3 | 8.8 | 2
Power figures rest on the tool's default switching activity, not on a simulated workload.
