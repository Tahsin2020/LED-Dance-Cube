==> ./design.v <==
module LED_cube_stream(
    input logic clk,
    input logic rst_n,
    input logic [3:0] mode,
    input logic new_data,
    input logic [7:0] data_in,
    input logic [5:0] frame_addr,
    output logic [7:0] data_to_latch
);
    logic [5:0] addr_in;
    logic [2:0] offset_in;
    logic [2:0] offset_out;
    assign offset_out = offset_in - 1'b1;
    logic [7:0] stream_data1 [63:0];
	logic [7:0] stream_data2 [63:0];
	logic [7:0] stream_data3 [63:0];
	logic [7:0] stream_data4 [63:0];
	logic [7:0] stream_data5 [63:0];
	logic [7:0] stream_data6 [63:0];
	logic [7:0] stream_data7 [63:0];
	logic [7:0] stream_data8 [63:0];
    always_ff @( posedge clk ) begin : addr_in_logic
        if( !rst_n || mode != 4'h3 ) addr_in = 6'h0;
        else begin
            if(new_data) addr_in <= addr_in + 1'b1;
        end
    end
    always_ff @( posedge clk ) begin : offset_in_logic
        if( !rst_n || mode != 4'h3 ) offset_in = 3'h0;
        else begin
            if(new_data && addr_in == 6'b111111) offset_in <= offset_in + 1'b1;
        end
    end
    always_ff @( posedge clk ) begin : write_to_mem_logic
        if( ~rst_n ) begin
            for(int i = 0 ; i < 64 ; i ++) begin
                stream_data1[i] <= 8'h0;
                stream_data2[i] <= 8'h0;
                stream_data3[i] <= 8'h0;
                stream_data4[i] <= 8'h0;
                stream_data5[i] <= 8'h0;
                stream_data6[i] <= 8'h0;
                stream_data7[i] <= 8'h0;
                stream_data8[i] <= 8'h0;
            end
        end
        else begin
            if(new_data) begin
                case(offset_in)
                    3'b000: stream_data1[addr_in] <= data_in;
                    3'b001: stream_data2[addr_in] <= data_in;
                    3'b010: stream_data3[addr_in] <= data_in;
                    3'b011: stream_data4[addr_in] <= data_in;
                    3'b100: stream_data5[addr_in] <= data_in;
                    3'b101: stream_data6[addr_in] <= data_in;
                    3'b110: stream_data7[addr_in] <= data_in;
                    3'b111: stream_data8[addr_in] <= data_in;
                endcase
            end
        end
    end
    always_comb begin : data_out_logic
        data_to_latch = 8'h0;
        case(offset_out)
            3'b000: data_to_latch = stream_data1[frame_addr]; 
            3'b001: data_to_latch = stream_data2[frame_addr]; 
            3'b010: data_to_latch = stream_data3[frame_addr]; 
            3'b011: data_to_latch = stream_data4[frame_addr]; 
            3'b100: data_to_latch = stream_data5[frame_addr]; 
            3'b101: data_to_latch = stream_data6[frame_addr]; 
            3'b110: data_to_latch = stream_data7[frame_addr]; 
            3'b111: data_to_latch = stream_data8[frame_addr]; 
        endcase
    end
endmodule : LED_cube_stream
==> ./run.sh <==
#!/bin/bash
# OpenROAD 26Q1-2900-gdf79404cd8, Yosys 0.63+post, stock flow scripts
make -C /OpenROAD-flow-scripts/flow DESIGN_CONFIG=/design/flow/config.mk WORK_HOME=/design/flow/orfs finish
==> ./config.mk <==
export PLATFORM = sky130hd
export DESIGN_NAME = LED_cube_stream
export DESIGN_NICKNAME = LED_cube_stream
export VERILOG_FILES = /design/flow/design.v
export SDC_FILE = /design/flow/constraint.sdc
export NUM_CORES = 4
export LEC_CHECK = 1
export CORE_UTILIZATION = 30
==> ./constraint.sdc <==
current_design LED_cube_stream

set clk_period 33.7
set clk_io_pct 0.2

create_clock -name clk0 -period $clk_period [get_ports {clk}]

set non_clock_inputs [all_inputs -no_clocks]
set_input_delay [expr $clk_period * $clk_io_pct] -clock clk0 $non_clock_inputs
set_output_delay [expr $clk_period * $clk_io_pct] -clock clk0 [all_outputs]
==> flow_summary_export.csv <==
group,metric,value,unit
job,maxCapViolCount,0,
timing,finalSetupViolations,0,
critical_path,cpPeakStageDelay,1.13,ns
power,power_density,53.52,nW/um^2
synth,avgSynthCellArea,14.48,um^2
clock_tree,clockRootBuffer,"clkbuf_16",
timing,fmax,47.08,MHz
cells_and_area,fill_cells,59500,
synth,synth_flops,4105,
clock_tree,cts_setup_buffers,0,
clock_tree,clk_path_buf_depth,4,
cells_and_area,syn2layout_area_growth,11.06,%
timing,tns,0,ns
job,warnings,59,
floorplanning,core-area,636800,um^2
synth,synth_top_cell_by_area,"edfxtp_1",
critical_path,critPathTopFamily,"buffers and inverters",
critical_path,cpMostUsedCell,"buf_4",
cells_and_area,layout-drive-gt1-share,17.74,%
routing,ant_nets,0,
critical_path,crit_chain,"buf_8, buf_4, buf_4, buf_4, buf_4, buf_4, buf_4, mux4_2, and2_1, a2111oi_2, buf_4, nor4_1, a2111oi_1, buf_2, a31oi_2, buf_4, clkdlybuf4s50_1",
synth,yosysWarnings,1,
floorplanning,placementRows,293,
critical_path,cp_max_fo,50,
synth,ys_seq_share,64.20,%
synth,ys_cells,13250,
clock_tree,cts_made_buffers,434,
timing,clock-skew-final,0.09692,ns
placed_design,portBuffers,28,
placed_design,gp_congestion,0.9358,
min_path,hp-class,"flop to flop",
critical_path,rrSetupSlack,28.15,ns
synth,synthTopCellsByArea,"edfxtp_1, and3_1, mux4_2",
critical_path,worstSetupPathType,"input pin to output port",
synth,async_flop_share,0,%
routing,num_vias,115300,
routing,drc,0,
critical_path,critPathCaptureType,"output port",
synth,enable_flop_cells,4096,
global_routing,grtUsageTotal,20.11,%
synth,synth-main-ff-cell,"edfxtp_1",
clock_tree,insertion_delay,1.03,ns
timing,finalHoldViolations,0,
synth,yosys.area.top_type_share,64.11,%
floorplanning,die_y,801.7,um
global_routing,grt_pass1_vias,119800,
timing,grt_setup_unrepaired,"false",
synth,synth.distinct_cells,66,
floorplanning,chip_area,642800,um^2
clock_tree,ctsResizeCount,0,
floorplanning,fp-utilization,30.13,%
routing,drt_first_pass_iters,6,
critical_path,required,26.96,ns
power,p_leak,84.41,nW
timing,worstMarginPinSlew,1.480,ns
routing,drt_iter0_drc,9785,
power,power,11.40,mW
floorplanning,dieWidth,801.7,um
critical_path,cp-start-kind,"input pin",
timing,fin_crit_sh,63.03,%
power,ir_drop,0.00004796,V
timing,drv_slew,0,
clock_tree,cts_tree,"yes",
routing,drt-total-wl,620.1,mm
synth,ys_area,191900,um^2
global_routing,grt_pass1_wl,883.9,mm
critical_path,cp_slowest_cell,"nor4_1",
critical_path,critPathArrivalTime,14.50,ns
placed_design,dp_hpwl,376.4,mm
outcome,status,"finished clean",
synth,synth.cell_area,191900,um^2
global_routing,antenna_found_initial,43,
clock_tree,cts_sinks,4105,
clock_tree,cts_hold_buf,0,
routing,wl_per_cell,29.35,um
clock_tree,htreeDepth,5,
global_routing,overflow,0,
critical_path,worst-path-buf-inv,11,
floorplanning,ios,29,
timing,relSlewSlack,0.9909,%
timing,period_needed,21.24,ns
clock_tree,clk_pin_slew,0.06,ns
global_routing,grt_start_max_net_pins,215,
routing,via_per_inst,5.458,
synth,syn_inst,13250,
-- sequential cells by signal, summed over array words and instances (netlist names) --
signal	flops
stream_data4	512
offset_in	3
stream_data3	512
stream_data6	512
stream_data2	512
stream_data5	512
stream_data8	512
addr_in	6
stream_data7	512
stream_data1	512
-- logic make-up (layout without fill, tap and decap cells) --
group	count (synthesis)	in the layout	share of synthesized area, %
AND-OR/OR-AND	380	380	1.426
XOR/XNOR	6	6	0.02739
adder cells (fa/ha/maj)	13	13	0.08478
buffers and inverters	1840	1281	3.873
flip-flops	4105	4105	64.20
multiplexers	1263	1263	13.77
other	0	29	0
AND/OR/NAND/NOR	5644	5644	16.62
-- per-layer routing --
metal / up-vias / global-route usage (%) / part of all wire, %
li1: 49540 / - / -
met1: 57430 / 22.61 / 33
met2: 7110 / 29.81 / 46
met3: 1192 / 14.92 / 17
met4: 46 / 6.947 / 4.4
met5: - / 1.172 / 0.15
-- per-stage QoR --
stage	area, um^2	hold slack, ns	instances	utilization, %	worst slack (ns)
after global routing	213000	0.6908	21110	33.45	12.11
after global placement	199500	0.6187	20310	31.33	11.84
after CTS	213000	0.6474	21100	33.45	12.52
after detailed placement	199500	0.6341	20310	31.34	12.52
after floorplan	191900	0.5714	13250	-	17.80
final	213100	0.6525	21130	33.46	12.46
-- area by class of cell --
class / count / area, um^2 / share of cell area [%]
flip-flops and latches: 4105 / 123200 / 57.81
repair buffers: 488 / 3918 / 1.838
multi-input cells: 7306 / 61900 / 29.05
diodes: 29 / 72.57 / 0.03406
well taps: 8407 / 10520 / 4.937
inverters: 9 / 48.80 / 0.02290
clock buffers: 558 / 11540 / 5.415
clock inverters: 226 / 1911 / 0.8966
-- worst min-delay path, stage by stage (launching register included) --
cell and delay (ns):
dfxtp_1 0.40, xnor2_1 0.17, nor2_1 0.04
-- cell usage in the layout (no fill, tap or decap), types with 9 or more instances in the layout --
cell / instances
edfxtp_1: 4096
buf_4: 449
and2_1: 9
diode_2: 29
and3_1: 4105
dfxtp_1: 9
buf_8: 11
nand4_1: 16
o22ai_1: 37
ha_1: 13
clkinv_1: 109
nor2_4: 68
a211oi_1: 9
clkbuf_16: 444
o221ai_1: 25
nor2b_1: 13
buf_12: 9
clkdlybuf4s50_1: 13
clkinv_2: 65
a22oi_1: 107
mux2i_1: 155
o21ai_0: 21
nand3_1: 73
nand2_1: 1202
nor3_1: 23
a31oi_1: 30
bufinv_16: 26
a21oi_1: 52
mux4_2: 1100
a221oi_1: 10
clkbuf_1: 114
nor2_1: 67
nand2b_1: 10
a32oi_1: 37
-- worst paths after layout --
path                               startpoint                  to  depth (start not counted)
worst min register to register     addr_in[0]          addr_in[0]                          2
worst min-delay path               addr_in[0]          addr_in[0]                          2
worst max-delay path            frame_addr[1]    data_to_latch[1]                         17
worst max register to register   offset_in[1]  stream_data7[2][4]                         12
-- synthesized netlist by cell type (all sizes together) (17+ instances only) --
| cell type | number |
|---|---|
| mux4 | 1100 |
| nor2b | 17 |
| o21ai | 22 |
| nand3 | 73 |
| edfxtp | 4096 |
| clkbuf | 1596 |
| o22ai | 37 |
| nand2 | 1202 |
| a31oi | 32 |
| a32oi | 37 |
| nor2 | 137 |
| mux2i | 155 |
| nor3 | 24 |
| a22oi | 107 |
| buf | 235 |
| o221ai | 25 |
| a21oi | 52 |
| and3 | 4106 |
-- power by group --
group / internal [mW] / total [mW] / switching, mW
clock network: 2.60 / 4.63 / 2.03
registers: 5.85 / 5.92 / 0.0669
logic: 0.287 / 0.853 / 0.565
total: 8.75 / 11.4 / 2.66
No activity file was given, so power comes from the tool's default toggle rates.
